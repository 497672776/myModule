File: design.v
module div_odd
    (
        input clk,
        input rst_n,
        output clk_out
    );
    parameter N = 5;
    localparam cnt_bit =
               N > 512 ? 10 :
               N > 256 ? 9 :
               N > 128 ? 8 :
               N > 64 ? 7 :
               N > 32 ? 6 :
               N > 16 ? 5 :
               N > 8 ? 4 :
               N > 4 ? 3 :
               N > 2 ? 2 : 1 ; 
    reg [cnt_bit-1:0] cnt_p;
    reg clk_p;
    always @ (posedge clk or negedge rst_n)
        if(!rst_n)
            cnt_p <= 0;
        else if(cnt_p == N-1)
            cnt_p <= 0;
        else
            cnt_p <= cnt_p + 1'b1;
    always @ (posedge clk or negedge rst_n)
        if(!rst_n)
            clk_p <= 0;
        else if((cnt_p == N/2) || (cnt_p == N-1))
            clk_p <= ~ clk_p;
    reg [2:0] cnt_n;
    reg clk_n;
    always @ (negedge clk or negedge rst_n)
        if(!rst_n)
            cnt_n <= 0;
        else if(cnt_n == N-1)
            cnt_n <= 0;
        else
            cnt_n <= cnt_n + 1'b1;
    always @ (negedge clk or negedge rst_n)
        if(!rst_n)
            clk_n <= 1'b0;
        else if((cnt_n == N/2) || (cnt_n == N-1))
            clk_n <= ~clk_n;
    assign clk_out = clk_p | clk_n;
endmodule
File: run.sh
#!/bin/bash
# OpenROAD 26Q1-2900-gdf79404cd8, Yosys 0.63+post, stock flow scripts
make -C /OpenROAD-flow-scripts/flow DESIGN_CONFIG=/design/flow/config.mk WORK_HOME=/design/flow/orfs finish
File: config.mk
export PLATFORM = sky130hd
export DESIGN_NAME = div_odd
export DESIGN_NICKNAME = div_odd
export VERILOG_FILES = /design/flow/design.v
export SDC_FILE = /design/flow/constraint.sdc
export NUM_CORES = 4
export LEC_CHECK = 1
export CORE_AREA = 10 10 70 70
export DIE_AREA = 0 0 80 80
File: constraint.sdc
current_design div_odd

set clk_period 1.9
set clk_io_pct 0.2

create_clock -name clk0 -period $clk_period [get_ports {clk}]

set non_clock_inputs [all_inputs -no_clocks]
set_input_delay [expr $clk_period * $clk_io_pct] -clock clk0 $non_clock_inputs
set_output_delay [expr $clk_period * $clk_io_pct] -clock clk0 [all_outputs]
==> flow_summary.html <==
<p>Metrics extracted from the flow reports.</p>
<table>
<tr><th>Metric</th><th>Value</th></tr>
<tr><th colspan="2">Placed design</th></tr>
<tr><td>GP Congestion</td><td>0.634</td></tr>
<tr><td>Inst Count DP</td><td>81</td></tr>
<tr><td>IO Port Bufs</td><td>2</td></tr>
<tr><td>Post-DP HPWL</td><td>458 um</td></tr>
<tr><td>Setup Slack @ Placement</td><td>-0.424 ns</td></tr>
<tr><th colspan="2">Global route</th></tr>
<tr><td>Global route overflow</td><td>0</td></tr>
<tr><td>Wire length of the first global-routing pass</td><td>910 um</td></tr>
<tr><td>Antenna violations before repair</td><td>0</td></tr>
<tr><td>Gr usage total</td><td>1.84%</td></tr>
<tr><td>Vias in the first global route</td><td>242</td></tr>
<tr><td>Largest net degree at the start of global routing</td><td>6</td></tr>
<tr><th colspan="2">Logic synthesis</th></tr>
<tr><td>Average instance area after synthesis</td><td>12.8 sq um</td></tr>
<tr><td>Cells after synthesis</td><td>31</td></tr>
<tr><td>Proportion of synthesized chip area in sequential cells</td><td>50.6%</td></tr>
<tr><td># Cells Yosys</td><td>31</td></tr>
<tr><td>Post-Syn Area</td><td>395 sq um</td></tr>
<tr><td>Syn. warnings</td><td>1</td></tr>
<tr><td>Ys flops</td><td>8</td></tr>
<tr><td>Yosys-reported design area after synthesis</td><td>395 sq um</td></tr>
<tr><td>Library cells used by synthesis</td><td>12</td></tr>
<tr><th colspan="2">Setup path</th></tr>
<tr><td>Startpoint kind of the worst setup timing path</td><td>flop</td></tr>
<tr><td>Critical path type</td><td>reg -&gt; out</td></tr>
<tr><td>Crit path capture type</td><td>primary output</td></tr>
<tr><td>Maximum net fanout on the critical path</td><td>2</td></tr>
<tr><td>Arrival time worst endpoint</td><td>1.87 ns</td></tr>
<tr><td>Req. time, crit path</td><td>1.52 ns</td></tr>
<tr><th colspan="2">Detailed routing</th></tr>
<tr><td>Final ANT Viol Nets</td><td>0</td></tr>
<tr><td>Via total after detailed routing</td><td>228</td></tr>
<tr><td>Routed wire per std cell</td><td>6.82 um</td></tr>
<tr><td>Number of remaining DRC errors</td><td>0</td></tr>
<tr><td>Antenna cells</td><td>0</td></tr>
<tr><td>Drt first-iter violations</td><td>7</td></tr>
<tr><td>Vias per cell</td><td>2.68</td></tr>
<tr><td>Total length of routed wires</td><td>580 um</td></tr>
<tr><td>Number of optimization iterations in the first detailed-route pass</td><td>2</td></tr>
<tr><th colspan="2">Pwr</th></tr>
<tr><td>Highest ir drop seen on vdd</td><td>120 uV</td></tr>
<tr><td>Int Pwr</td><td>0.254 mW</td></tr>
<tr><td>Power share of the sequential group</td><td>53.9%</td></tr>
<tr><td>P per Cell Area</td><td>620 mW/mm^2</td></tr>
<tr><td>Switching part of the total</td><td>19.8%</td></tr>
<tr><td>Final Power</td><td>0.317 mW</td></tr>
<tr><td>Switching Power</td><td>0.0628 mW</td></tr>
<tr><td>Comb pwr share</td><td>2.1%</td></tr>
<tr><td>LEAKAGE</td><td>0.250 nW</td></tr>
<tr><td>Clock Power Share</td><td>44.0%</td></tr>
<tr><th colspan="2">Clock network</th></tr>
<tr><td>Number of clock buffers inserted by TritonCTS</td><td>3</td></tr>
<tr><td>Clock tree from TritonCTS</td><td>done</td></tr>
<tr><td>CTS Root Buffer Type</td><td>clkbuf_4</td></tr>
<tr><td>Clock H-tree levels</td><td>1</td></tr>
<tr><td>Worst-case clock buffer depth</td><td>2</td></tr>
<tr><td>Clock insertion delay at the later pin of the skew report</td><td>0.25 ns</td></tr>
<tr><td>Total number of clock tree sinks</td><td>8</td></tr>
<tr><td>Post-CTS Setup Bufs</td><td>0</td></tr>
<tr><td>Number of hold buffers added after CTS</td><td>0</td></tr>
<tr><td>Clk pin slew, worst setup/hold paths</td><td>0.04 ns</td></tr>
<tr><th colspan="2">Layout</th></tr>
<tr><td>Final core occ</td><td>15.0%</td></tr>
<tr><td>Fraction of layout instances using a drive strength above 1</td><td>20.5%</td></tr>
<tr><td>Post-route insts no fill</td><td>85</td></tr>
<tr><td>Relative area change from synthesis to final layout</td><td>29.4%</td></tr>
<tr><th colspan="2">Die</th></tr>
<tr><td>Total core area</td><td>0.00342 sq mm</td></tr>
<tr><td>Chip footprint</td><td>0.00640 sq mm</td></tr>
<tr><td>Die span in y</td><td>80 um</td></tr>
<tr><td>Top-Level Pins</td><td>3</td></tr>
<tr><td>Horizontal die size</td><td>80 um</td></tr>
<tr><td>Number of placement rows</td><td>21</td></tr>
<tr><td>Initial core utilization</td><td>11.6%</td></tr>
<tr><th colspan="2">STA</th></tr>
<tr><td>Final setup violation count</td><td>1</td></tr>
<tr><td>Post-layout worst setup margin</td><td>-0.345 ns</td></tr>
<tr><td>Max_slew headroom</td><td>84.3%</td></tr>
<tr><td>Number of hold violations in the final report</td><td>0</td></tr>
<tr><td>Final Max-Slew Violation Tally</td><td>0</td></tr>
<tr><td>Worst-Margin Slew</td><td>0.235 ns</td></tr>
<tr><td>Clock skew after layout</td><td>0.000153 ns</td></tr>
<tr><td>RSZ-0062 raised after global routing</td><td>true</td></tr>
<tr><th colspan="2">Outcome</th></tr>
<tr><td>Failing checks</td><td>setup timing</td></tr>
<tr><td>Result of the run</td><td>finished with violations</td></tr>
<tr><th colspan="2">Job</th></tr>
<tr><td>Warning total across the stage logs</td><td>32</td></tr>
<tr><td>Max-capacitance violation count</td><td>0</td></tr>
<tr><th colspan="2">Hold path</th></tr>
<tr><td>Path category of the worst min-delay check</td><td>reg -&gt; reg</td></tr>
</table>
-- cells by family (layout without fill, tap and decap cells) --
logic type | Yosys count | count (layout) | share of synthesized area [%]
mux | 4 | 4 | 10.4
flops | 8 | 8 | 50.6
fa+ha+maj | 7 | 7 | 22.2
buf+inv | 4 | 12 | 3.80
simple gates | 3 | 3 | 4.12
xor+xnor | 2 | 2 | 4.43
compound gates | 3 | 3 | 4.43
-- routing by layer --
| metal | vias to the layer above | GRT usage (%) | wire length [um] |
|---|---|---|---|
| met5 | - | 0 | 0 |
| met4 | 0 | 0.352 | 0 |
| met3 | 0 | 2.05 | 76 |
| met2 | 3 | 2.57 | 255 |
| met1 | 109 | 1.83 | 249 |
| li1 | 116 | - | - |
-- layout by cell type, fill, tap and decap left out, drive strengths merged --
cell type	netlist	layout
ha	7	7
inv	4	4
dfrtn	4	4
dfrtp	4	4
clkbuf	0	4
mux2i	3	3
buf	0	3
a21oi	2	2
xnor2	2	2
a21boi	1	1
or2	1	1
nor2	1	1
mux2	1	1
nand2b	1	1
clkdlybuf4s50	0	1
-- critical path, stage by stage, from the launching register on --
cell and delay, ns:
dfrtn_1 0.34, or2_4 0.22, buf_2 0.11
-- cells in the mapped netlist --
cell	count	share of area [%]
a21oi_1	2	2.5
mux2i_1	3	7.6
nor2_1	1	0.95
a21boi_0	1	1.9
inv_1	4	3.8
ha_1	7	22
xnor2_1	2	4.4
dfrtn_1	4	25
dfrtp_1	4	25
nand2b_1	1	1.6
mux2_2	1	2.8
or2_2	1	1.6
-- flip-flops by register name, indices dropped and copies added, names as in the netlist --
signal	count
clk_n	1
clk_p	1
cnt_n	3
cnt_p	3
-- power groups by stage --
stage         registers [mW]  logic (mW)  clock network [mW]
CTS                    0.171     0.00691               0.146
global route           0.171     0.00762               0.153
finish                 0.171     0.00665               0.140
-- worst paths after layout --
path	startpoint	to	slack (ns)	cells after the start
min in group asynchronous	rst_n	cnt_p[2]$_DFF_PN0_	0.58	2
hold reg to reg	cnt_n[0]$_DFF_NN0_	cnt_n[0]$_DFF_NN0_	0.40	1
setup / recovery	clk_n$_DFFE_NN0P_	clk_out	-0.35	2
hold / removal	cnt_n[0]$_DFF_NN0_	cnt_n[0]$_DFF_NN0_	0.40	1
setup reg to reg	cnt_n[0]$_DFF_NN0_	clk_n$_DFFE_NN0P_	0.78	4
max in group asynchronous	rst_n	clk_n$_DFFE_NN0P_	0.49	1
-- repair_timing --
action	in CTS	in global routing
setup endpoints to repair	1	1
pin swaps	0	0
resized	4	0
-- area by class of cell --
type,count,area [sq um]
fillers,390,2900
flip-flops and latches,8,200
multi-input cells,19,183
well taps,46,57.6
repair buffers,4,30.0
clock buffers,4,26.3
inverters,4,15.0
-- metrics by stage --
stage               setup TNS, ns  area, sq um  hold WS (ns)
floorplan                       0          395        0.0844
global placement           -0.423          488         0.402
detailed placement         -0.424          488         0.413
CTS                        -0.361          512         0.413
global route               -0.386          512         0.419
finish                     -0.345          512         0.403
Power figures rest on the tool's default switching activity, not on a simulated workload.
