[/design/flow/design.v]
module div_eve(
        output reg clk_out,
        input clk,
        input rst_n);
    parameter N = 20; 
    localparam cnt_bit =
               N/2 > 512 ? 10 :
               N/2 > 256 ? 9 :
               N/2 > 128 ? 8 :
               N/2 > 64 ? 7 :
               N/2 > 32 ? 6 :
               N/2 > 16 ? 5 :
               N/2 > 8 ? 4 :
               N/2 > 4 ? 3 :
               N/2 > 2 ? 2 : 1 ; 
    reg [cnt_bit-1:0] cnt;
    always @(posedge clk or negedge rst_n)
        if(!rst_n)begin
            cnt <= 5'b0;
            clk_out <= 1'b0;
        end
        else if(cnt == N/2-1)begin
            cnt <= 5'b0;
            clk_out <= ~clk_out;
        end
        else
            cnt <= cnt + 1'b1;
endmodule
[/design/flow/run.sh]
#!/bin/bash
# OpenROAD 26Q1-2900-gdf79404cd8, Yosys 0.63+post, stock flow scripts
make -C /OpenROAD-flow-scripts/flow DESIGN_CONFIG=/design/flow/config.mk WORK_HOME=/design/flow/orfs finish
[/design/flow/config.mk]
export PLATFORM = sky130hd
export DESIGN_NAME = div_eve
export DESIGN_NICKNAME = div_eve
export VERILOG_FILES = /design/flow/design.v
export SDC_FILE = /design/flow/constraint.sdc
export NUM_CORES = 4
export LEC_CHECK = 1
export CORE_AREA = 10 10 70 70
export DIE_AREA = 0 0 80 80
[/design/flow/constraint.sdc]
current_design div_eve

set clk_period 1.3
set clk_io_pct 0.2

create_clock -name clk0 -period $clk_period [get_ports {clk}]

set non_clock_inputs [all_inputs -no_clocks]
set_input_delay [expr $clk_period * $clk_io_pct] -clock clk0 $non_clock_inputs
set_output_delay [expr $clk_period * $clk_io_pct] -clock clk0 [all_outputs]
==> GITHUB_STEP_SUMMARY <==
### Yosys + OpenROAD results

| Metric | Value |
|---|---|
| # rows | 21 |
| Setup crit end kind | output port |
| I/O Pins | 3 |
| Crit path max fanout | 2 |
| Post-synthesis async set-or-reset flop share | 100.0% |
| Latency at later pin | 0.24 ns |
| Via/cell ratio | 2.014 |
| TNS Setup | 0 ns |
| Ant. Diodes | 0 |
| Slew @ Worst Pin | 0.2253 ns |
| Synth-to-Final Area Change | 53.33% |
| Cell area after synthesis | 206.4 um2 |
| Clock transition at the registers of the reported paths | 0.05 ns |
| Synth area leaders | dfrtp_1, xnor2_1, mux2_4, a221o_1, inv_1 |
| Antenna viol nets, final | 0 |
| Top-count cell post-synth | dfrtp_1 |
| CP required | 1.04 ns |
| Fill cells | 400 |
| First-pass GRT wire length | 669 um |
| Cts bufs inserted | 3 |
| Peak VDD IR | 0.1669 mV |
| Slowest-stage cell, CP | dfrtp_1 |
| Post-synth top area cell | dfrtp_1 |
| Root Buffer | clkbuf_4 |
| WL per Instance | 5.400 um |
| Clock network power share | 53.0% |
| Critical R2R Capture | cnt[1]$_DFF_PN0_ |
| Area share, top type | 60.61% |
| Initial DRC count | 27 |
| Critical path arrival | 0.85 ns |
| Die Footprint | 6400 um2 |
| Share of cells above drive strength 1 | 20.83% |
| Status | finished clean |
| Congestion Overflow GR | 0 |
| Power Total | 0.3439 mW |
| H-tree depth | 1 |
| CP delay by family, top | flip-flops |
| RR Startpoint | cnt[2]$_DFF_PN0_ |
| Vert. Die Dim | 80 um |
| Tmin final | 1.107 ns |
| Largest net degree at the start of global routing | 7 |
| Vias in the first global route | 180 |
| Area of the core | 3416 um2 |
| Via Count | 141 |
| OpenROAD warning count | 25 |
| Distinct lib cells used | 11 |
| CTS Buffer Depth | 2 |
| Slew margin rel. | 84.93% |
| Min-delay worst type | in2async |
| Commonest cells in the netlist | dfrtp_1, inv_1, xnor2_1 |
| Power Density | 1086 nW/um2 |
| Gp weighted congestion | 0.7297 |
| Yosys Chip Area | 206.4 um2 |
| Startpoint types | flop |
| Placed Cells | 65 |
| Initial antenna violation count | 0 |
| Slew Limit Fails | 0 |
| Post-synth EDFFs | 0 |
| Logic gate share of total power | 1.6% |
| DRT Pass-1 Iters | 2 |
| Non-Filler Instances | 70 |
| Seq share, synth | 60.61% |
| Sequential group share of total power | 45.4% |
| GR Util All Layers | 1.300% |
| CP cell instances | dlygate4sd2_1 |
| DRC | 0 |
| Yosys warnings | 1 |
| Clock sink total | 5 |
| RSZ-0062 raised after global routing | false |
| Mapped Cells | 17 |
| Cells in synth_stat.txt | 17 |
| Leak | 0.1196 nW |
| Crit Path Class | reg2out |
| Die width | 80 um |
| Final setup fails | 0 |
| CTS tree | done |
| Max-cap violations | 0 |
| Net Switching | 0.06886 mW |
| R2r setup slk | 0.26 ns |
| Cts hold-fix bufs | 0 |
| P_int | 0.2751 mW |
| Routed wire length | 378 um |
| Final Cycle Share | 85.19% |
| Layout Skew | 0.004313 ns |
| Largest stage delay, worst path | 0.37 ns |
| Switching Fraction | 20.02% |
| Crit path buffers/inverters | 1 |
| Top_reg_cell synth | dfrtp_1 |
| R2R depth | 3 |
| Final Hold Fails | 0 |
| IO Port Bufs | 2 |
| Flops out of synthesis | 5 |
| Max Freq | 903.0 MHz |
| FP Util | 6.044% |
| Synth Area per Inst | 12.14 um2 |
kinds of logic after synthesis:
kind of cell,count (synthesis),share of synthesized area (%)
flops,5,60.61
xor+xnor,2,8.486
mux,1,7.271
buf+inv,2,3.638
compound gates,2,7.271
simple gates,5,12.72
area by class of cell:
type                       count  area (um2)  share of cell area (%)
multi-input combinational     10       73.82                   23.32
timing repair buffer           3       26.28                   8.300
inverter                       2       7.507                   2.372
tap                           46       57.56                   18.18
sequential                     5       125.1                   39.53
clock buffer                   4       26.28                   8.300
power by group through the flow:
stage / logic, mW / registers, mW / clock network, mW
after CTS: 0.00576 / 0.156 / 0.190
final: 0.00547 / 0.156 / 0.182
after global routing: 0.00624 / 0.156 / 0.199
worst max-delay path by stage:
stage	slack (ns)	cells past startpoint	end	from
global route	0.16	1	clk_out	clk_out$_DFFE_PN0N_
finish	0.19	1	clk_out	clk_out$_DFFE_PN0N_
CTS	0.18	1	clk_out	clk_out$_DFFE_PN0N_
repair_timing:
action / in CTS / in global routing
resized: 1 / 0
setup endpoints to repair: 1 / 0
setup buffers: 1 / 0
per-layer routing:
| layer | wire, um | share of wire (%) | GRT usage [%] |
|---|---|---|---|
| met2 | 131 | 35 | 1.846 |
| met5 | 0 | 0 | 0 |
| met4 | 0 | 0 | 0.3521 |
| met3 | 57 | 15 | 1.250 |
| met1 | 189 | 50 | 1.339 |
metrics by stage:
stage / setup slack, ns / hold slack (ns) / area (um2) / utilization, %
floorplan: 0.3352 / -0.03559 / 206.4 / -
global placement: 0.2279 / 0.4579 / 284.0 / 8.315
detailed placement: 0.2219 / 0.4679 / 284.0 / 8.315
CTS: 0.1820 / 0.2365 / 316.6 / 9.267
global route: 0.1594 / 0.2489 / 316.6 / 9.267
finish: 0.1925 / 0.2344 / 316.6 / 9.267
cell usage in the layout, fill, tap and decap left out:
| cell type | count |
|---|---|
| o21ai_0 | 1 |
| dfrtp_1 | 5 |
| nand3b_1 | 1 |
| mux2_4 | 1 |
| buf_4 | 1 |
| clkdlybuf4s50_1 | 1 |
| nor2_1 | 1 |
| clkbuf_1 | 1 |
| clkbuf_4 | 3 |
| xnor2_1 | 2 |
| inv_1 | 2 |
| nor3_1 | 1 |
| a221o_1 | 1 |
| nand2_1 | 1 |
| dlygate4sd2_1 | 1 |
| nor2b_1 | 1 |
state kept, by name (all words and copies together) (netlist names):
register	cells
clk_out	1
cnt	4
Power figures rest on the tool's default switching activity, not on a simulated workload.
