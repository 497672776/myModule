**design/flow/run.sh**
```bash
#!/bin/bash
# OpenROAD 26Q1-2900-gdf79404cd8, Yosys 0.63+post, stock flow scripts
make -C /OpenROAD-flow-scripts/flow DESIGN_CONFIG=/design/flow/config.mk WORK_HOME=/design/flow/orfs finish
```
**design/flow/config.mk**
```make
export PLATFORM = sky130hd
export DESIGN_NAME = div_half
export DESIGN_NICKNAME = div_half
export VERILOG_FILES = /design/flow/design.v
export SDC_FILE = /design/flow/constraint.sdc
export NUM_CORES = 4
export LEC_CHECK = 1
export CORE_AREA = 10 10 70 70
export DIE_AREA = 0 0 80 80
```
**design/flow/constraint.sdc**
```tcl
current_design div_half

set clk_period 1.8
set clk_io_pct 0.2

create_clock -name clk0 -period $clk_period [get_ports {clk}]

set non_clock_inputs [all_inputs -no_clocks]
set_input_delay [expr $clk_period * $clk_io_pct] -clock clk0 $non_clock_inputs
set_output_delay [expr $clk_period * $clk_io_pct] -clock clk0 [all_outputs]
```
**design/flow/design.v**
```verilog
module div_half(
        output clk_out,
        output clk1,
        input clk,
        input rst_n);
    parameter N = 13;  
    wire clk1;
    reg clk_out;
    reg[4:0] cnt;
    reg flag = 1'b0;
    always @(negedge clk or negedge rst_n)
        if(!rst_n)
            flag <= 1'b0;
        else if(cnt == 5'd6)
            flag <= ~flag;
    assign clk1 = (flag)? ~clk:clk;
    always @(posedge clk1 or negedge rst_n)
        if(!rst_n)
            cnt <= 5'b0;
        else if(cnt == 5'd12)
            cnt <= 5'b0;
        else
            cnt <= cnt + 1'b1;
    always @(posedge clk1 or negedge rst_n)
        if(!rst_n)
            clk_out <= 1'b0;
        else if(cnt == 5'd0)
            clk_out <= 1'b0;
        else if(cnt == 5'd7)
            clk_out <= 1'b1;
        else
            clk_out <= clk_out;
endmodule
```
==> summary.txt <==
flow finished, numbers: status complete, but fails checks, failing checks negative setup slack, CP max-delay cell dfrtn_1, worst-path fanout max 2, drt total wl approximately 990 um, Routability Congestion around 0.72, vias 391, max incr delay on CP ~0.45 ns, grt total ovfl 0, yosys cell count 35, ANT nets after route 0, Yosys chip area 383 um^2, dominant register cell dfrtp_1, Max transition margin 0.833, Leak 0.370 nW, WP data arrival around 2.6 ns, vias in the first global route around 450, first-pass GRT wire length 1.61 mm, post-detail-place hpwl between 500 and 600 um, FP Util 0.112, CP Capture Type primary output, Yosys cell types 22, Post-Syn Area per Cell between 10 and 15 um^2, Max Slew Vio Count 0, Log Warnings 31, total global-route track usage 0.0323, top cells, area dfrtp_1, ha_1, dfrtn_1, number of violations reported at the end of detailed-routing iteration 0 1, final setup violating endpoints 9, Design Power roughly 0.00077 W, Site Rows 21, Post-synth seq share 0.458, worst min-delay path category in -> async, Synth async-reset ratio 1.00, Post-Syn Instances 35, pre-CTS setup slack -0.600 ns, Area Growth Syn to Fin 108%, vias per cell 3.43, DRC Markers 0, critical path startpoint category register, Chip Area 6400 um^2, Synth Cell Area between 300 and 400 um^2, worst-margin pin slew 0.251 ns, CTS tree done, Final Hold Vio Count 0, First-pass DRT Iterations 2, CP Cell Sequence xor2_2 > buf_4 > buf_6, count leader, synth dfrtp_1, Yosys warning count 1, layout cells sized above 1 0.706, Port-buffer cells 3, worst skew pair latency 0.93 ns, Registers, synthesis 7, Die W roughly 80 um, unrepaired setup endpoints after global routing true, Clock Skews roughly 0.12 ns, CP Data Required Time ~1.4 ns, Max Cap Viol 0, Clock transition at path regs 0.05 ns, largest net degree at the start of global routing 7, Core Util, Final 0.233, Post-synth EDFFs 0, class of the most critical setup path reg -> out, WL per Instance 8.68 um, Synth area leader dfrtp_1, diodes inserted 0, Fillers approximately 370, Max VDD drop a little under 600 uV, power per cell area roughly 970 nW/um^2, initial antenna violation count 0, final worst setup slack -1.12 ns, Top-area cell share 0.392, Die Ht around 80 um, Synth top cells by count dfrtp_1, inv_1, ha_1, boundary pin count 4, Placeable Area about 3400 um^2
-- per-layer routing --
metal | part of all wire | track usage
met2 | 0.40 | 0.0353
met1 | 0.47 | 0.0370
met3 | 0.098 | 0.0284
met4 | 0.036 | 0.0264
met5 | 0 | 0
-- power breakdown --
group | switching [W] | leakage (nW) | internal, W | total [W]
clock network | 0.000169 | 0.0818 | 0.000430 | 0.000599
registers | 0 | 0.0833 | 0.000158 | 0.000158
logic | 0.00000368 | 0.205 | 0.00000608 | 0.00000976
total | 0.000173 | 0.370 | 0.000594 | 0.000767
-- worst max-delay path: cells and delay by family, from the launching register on --
kind | cells | cell delay (ns)
xor gates and xnor gates | 1 | 0.19
buffers and inverters | 2 | 0.21
DFF | 1 | 0.45
-- stage by stage --
stage | hold slack (ns) | cell area, um^2 | setup TNS [ns] | cells
6_report | 0.281 | 795 | -4.02 | 114
5_1_grt | 0.246 | 795 | -4.55 | 114
4_1_cts | 0.344 | 759 | -3.61 | 113
3_5_place_dp | 0.564 | 561 | -2.23 | 94
3_3_place_gp | 0.557 | 561 | -2.13 | 94
2_1_floorplan | 0.0644 | 395 | -1.13 | 35
-- logic make-up (layout without fill, tap and decap cells) --
group | Yosys count | count (layout) | synth area share
muxes | 1 | 1 | 0.0294
adders and majority gates | 3 | 3 | 0.0980
buffers and inverters | 5 | 38 | 0.0523
xor gates and xnor gates | 2 | 2 | 0.0458
DFF | 7 | 7 | 0.457
and+or+nand+nor | 13 | 13 | 0.245
AOI/OAI and AO/OA | 4 | 4 | 0.0719
-- area by class of cell --
cell class / count / area [um^2] / area share
tap: 46 / 57.6 / 0.0724
timing repair buffer: 18 / 149 / 0.187
clock buffer: 16 / 124 / 0.156
multi-input combinational: 23 / 272 / 0.342
inverter: 4 / 17.5 / 0.0220
sequential: 7 / 175 / 0.220
-- cell usage in the layout, fill, tap and decap left out --
cell,Yosys,layout
or3b_4,0,1
ha_4,0,2
or2b_1,1,1
dfrtn_1,1,1
buf_6,0,4
xor2_1,2,1
inv_2,0,1
nor2_1,2,2
nand2b_1,2,2
o311ai_2,0,1
ha_2,0,1
buf_2,0,1
xor2_2,0,1
buf_4,0,14
nor2b_4,0,1
dlygate4sd3_1,0,1
mux2_4,0,1
clkdlybuf4s50_1,0,1
clkbuf_4,0,13
nand4b_1,1,1
dfrtp_1,6,6
nand3_4,0,1
and3b_2,1,1
a211oi_2,0,1
and2_1,1,1
and4bb_2,1,1
nor4b_2,0,1
o21ai_2,0,1
inv_1,4,2
inv_4,0,1
a31oi_1,1,1
-- sequential cells by signal, summed over array words and instances (netlist names) --
| signal | count |
|---|---|
| clk_out | 1 |
| flag | 1 |
| cnt | 5 |
-- final timing paths --
path	depth (start not counted)	start	end	slack, ns
min reg2reg	2	flag	flag	0.59
max	3	flag	clk1	-1.12
min	3	rst_n	cnt[4]	0.28
min in group clk0	2	flag	flag	0.59
max in group asynchronous	3	rst_n	flag	0.51
max reg2reg	3	cnt[1]	clk_out	-0.43
-- repair_timing --
action / CTS / global route
hold buffers: 1 / 0
endpoints found under the hold margin: 6 / 0
gates resized: 20 / 7
setup endpoints to repair: 9 / 9
buffers inserted: 4 / 1
pin swaps: 2 / 4
Power is estimated from default activity; no workload was simulated.
